===== flow/run.sh =====
#!/bin/bash
# OpenROAD 26Q1-2900-gdf79404cd8, Yosys 0.63+post, stock flow scripts
make -C /OpenROAD-flow-scripts/flow DESIGN_CONFIG=/design/flow/config.mk WORK_HOME=/design/flow/orfs finish

===== flow/config.mk =====
export PLATFORM = sky130hd
export DESIGN_NAME = signal_decode
export DESIGN_NICKNAME = signal_decode
export VERILOG_FILES = /design/flow/design.v
export SDC_FILE = /design/flow/constraint.sdc
export NUM_CORES = 4
export LEC_CHECK = 1
export CORE_AREA = 10 10 70 70
export DIE_AREA = 0 0 80 80

===== flow/constraint.sdc =====
current_design signal_decode

set clk_period 4.1
set clk_io_pct 0.2

create_clock -name clk0 -period $clk_period

set non_clock_inputs [all_inputs -no_clocks]
set_input_delay [expr $clk_period * $clk_io_pct] -clock clk0 $non_clock_inputs
set_output_delay [expr $clk_period * $clk_io_pct] -clock clk0 [all_outputs]

===== flow/design.v =====
package types_pkg;
    typedef struct packed {
        logic [31:0] pc;
        logic [31:0] instr;
        logic [31:0] pc_4;
    } fetch_data;
    typedef struct packed {
        logic [31:0] pc;
        logic [4:0] rs1, rs2, rd;
        logic [31:0] imm;
        logic [2:0] ALUOp;
        logic [6:0] Opcode;
        logic [1:0] fu;
        logic [2:0] func3;
        logic [6:0] func7;
    } decode_data;
    typedef struct packed {
        logic [31:0] pc;
        logic [6:0] ps1;
        logic [6:0] ps2;
        logic [6:0] pd_new;
        logic [6:0] pd_old;
        logic [32:0] imm;
        logic [4:0] rob_tag;
        logic [2:0] ALUOp;
        logic [6:0] Opcode;
        logic [1:0] fu;
        logic [2:0] func3;
        logic [6:0] func7;
    } rename_data;
    typedef struct packed {
        logic [6:0] pd_new;
        logic [6:0] pd_old;
        logic [31:0] pc;
        logic complete;
        logic [4:0] rob_index;
        logic valid;
    } rob_data;
    typedef struct packed {
        logic valid;
        logic [6:0] Opcode;
        logic [2:0] func3;
        logic [6:0] func7;
        logic [6:0] pd;
        logic [6:0] ps1;
        logic ps1_ready;
        logic [6:0] ps2;
        logic ps2_ready;
        logic [31:0] imm;
        logic [4:0] rob_index;
        logic [1:0] fu;
        logic ready;
        logic [31:0] pc;
    } rs_data;
    typedef struct packed {
        logic [6:0] p_alu;
        logic fu_alu_done;
        logic fu_alu_ready;
        logic [4:0] rob_fu_alu;
        logic [31:0] data;
    } alu_data;
    typedef struct packed {
        logic [6:0] p_mem;
        logic fu_mem_done;
        logic fu_mem_ready;
        logic [4:0] rob_fu_mem;
        logic [31:0] data;
    } mem_data;
    typedef struct packed {
        logic [6:0] p_b;
        logic fu_b_done;
        logic fu_b_ready;
        logic mispredict;
        logic [4:0] mispredict_tag;
        logic jalr_bne_signal;
        logic [31:0] pc;
        logic [31:0] data;
    } b_data;
endpackage 
`timescale 1ns / 1ps
module signal_decode(
    input logic [31:0] instr,
    output logic [4:0] rs1,
    output logic [4:0] rs2,
    output logic [4:0] rd,
    output logic [2:0] ALUOp,
    output logic [6:0] Opcode,
    output logic [1:0] fu,
    output logic [2:0] func3,
    output logic [6:0] func7
    );
    always_comb begin
        Opcode = instr[6:0];
        case (Opcode)
            7'b0010011: begin
                rs1 = instr[19:15];
                rs2 = 5'b0;
                rd = instr[11:7];
                ALUOp = 3'b011;
                fu = 2'b01;
                func3 = instr[14:12];
                func7 = instr[31:25];
            end
            7'b0110111: begin
                rs1 = 5'b0;
                rs2 = 5'b0;
                rd = instr[11:7];
                ALUOp = 3'b100;
                fu = 2'b01;
                func3 = '0;
                func7 = '0; 
            end
            7'b0110011: begin
                rs1 = instr[19:15];
                rs2 = instr[24:20];
                rd = instr[11:7];
                ALUOp = 3'b010;
                fu = 2'b01;
                func3 = instr[14:12];
                func7 = instr[31:25];
            end
            7'b0000011: begin
                rs1 = instr[19:15];
                rs2 = 5'b0;
                rd = instr[11:7];
                ALUOp = 3'b000;
                fu = 2'b11;
                func3 = instr[14:12];
                func7 = '0;
            end
            7'b0100011: begin
                rs1 = instr[19:15];
                rs2 = instr[24:20];
                rd = 5'b0;
                ALUOp = 3'b000;
                fu = 2'b11;
                func3 = instr[14:12];
                func7 = '0;
            end
            7'b1100011: begin
                rs1 = instr[19:15];
                rs2 = instr[24:20];
                rd = 5'b0;
                ALUOp = 3'b001;
                fu = 2'b10;
                func3 = instr[14:12];
                func7 = '0;
            end
            7'b1100111: begin
                rs1 = instr[19:15];
                rs2 = 5'b0;
                rd = instr[11:7];
                ALUOp = 3'b110;
                fu = 2'b10;
                func3 = instr[14:12];
                func7 = '0;
            end
            default: begin
                rs1 = 5'b0;
                rs2 = 5'b0;
                rd = 5'b0;
                ALUOp = 3'b0;
                fu = 2'b00;
                func3 = '0;
                func7 = '0;
            end
        endcase
    end
endmodule

==> impl_metrics.ini <==
; synthesis and place-and-route metrics
[status]
status = complete, no violations

[floorplan]
chipArea_sq_um = 6400
core_region_area_sq_um = 3416
num_rows = 21
die_w_um = 80
pin_count = 69
initCoreUtil_pct = 16.52
die_height_um = 80

[final_layout]
flop_area_sq_um = 0
layout-drive-gt1-share_pct = 8.511
syn2layout_area_growth_pct = 117.7
clock_buffers = 0
ff_count = 0

[final_timing]
final_max_slew_viol_count = 0
setup_viol = 0
rsz0062_at_grt = no
tightest_slew_ns = 0.3865
fin_crit_ns = 3.550
finalCritPeriodShare_pct = 86.58
tns_ns = 0
finalHoldViolations = 0
fmax_mhz = 281.7
max-slew-margin-rel_pct = 74.16

[detailed_routing]
diodes = 0
drtIter0Drc = 4
wire_per_inst_um = 13.07
viasPerCell = 4.037
routed_wl_mm = 2.445
vias = 755
remaining_drc_errors = 0
drt-pass1-iter-count = 2
ant_nets = 0

[place]
place.gp.congestion = 0.7761
io_buffers = 69
dp_hpwl_mm = 2.060

[global_route]
grt_overflow = 0
grtUsageTotal_pct = 7.181
antenna_found_initial = 0
grt_pass1_wl_mm = 3.905
grt_pass1_vias = 753
grt_max_degree = 31

[synthesis]
syn_area_sq_um = 564.3
postSynthAreaPerCell_sq_um = 6.639
synthCells = 85
synth-seq-area-share_pct = 0
yosysUniqueCellTypes = 21
yosys_warnings = 1
yosys-stat-area_sq_um = 564.3
synth_stat.cells = 85

[min_path]
holdPathStages = 2
hold_end = Opcode[3]
hold_path.class = input port to primary output
min_from = instr[3]

[pwr]
leakagePower_uw = 0.0004563
ir_worst_vdd_mv = 0.02549
fin_total_pwr_uw = 76.21
p_per_area_nw_per_um2 = 62.03

[worst_setup_path]
endpoint_kind = primary output
cp.required_ns = 3.28
cp_max_fo = 11
critical_path.startpoint_type = input port
arrival_ns = 2.73
path_class = input port to primary output

[clocking]
cts_setup_buffers = 0
cts_resized = 0
ctsHoldBuffers = 0

[job]
max_cap_viol_count = 0
tool_warnings = 32
[synth_stat cells]
| library cell | instances | area share, % |
|---|---|---|
| nand3b_1 | 3 | 4.0 |
| a311oi_1 | 5 | 7.8 |
| or3_4 | 1 | 2.0 |
| nor4_1 | 5 | 5.5 |
| nand2b_4 | 1 | 2.4 |
| xnor2_1 | 1 | 1.6 |
| nor3_1 | 8 | 7.1 |
| buf_2 | 4 | 3.5 |
| a2111oi_2 | 5 | 13 |
| a21bo_2 | 1 | 1.8 |
| or3b_1 | 2 | 3.1 |
| clkbuf_1 | 2 | 1.3 |
| a21oi_1 | 1 | 0.89 |
| buf_6 | 1 | 2.0 |
| nand2_1 | 2 | 1.3 |
| and2b_4 | 1 | 1.8 |
| buf_4 | 9 | 12 |
| nand4b_1 | 1 | 1.6 |
| a211oi_1 | 2 | 2.7 |
| a2111oi_1 | 4 | 7.1 |
| inv_1 | 26 | 17 |
[layout by cell type (no fill, tap or decap), drive strengths merged]
| cell type | count |
|---|---|
| a311oi | 5 |
| nor3 | 8 |
| nand2 | 2 |
| buf | 3 |
| nand3b | 3 |
| inv | 26 |
| and2b | 1 |
| xnor2 | 1 |
| a21bo | 1 |
| or3b | 2 |
| clkdlybuf4s50 | 69 |
| nand4b | 1 |
| nand2b | 1 |
| or3 | 1 |
| a21oi | 1 |
| a2111oi | 9 |
| a211oi | 2 |
| nor4 | 5 |
[power breakdown]
group          internal [uW]  total (uW)  switching, uW
clock                      0           0              0
combinational           48.4        76.2           27.8
sequential                 0           0              0
[cells by family after synthesis]
group | Yosys count | synth area share [%]
AND-OR/OR-AND | 18 | 33.48
XOR/XNOR | 1 | 1.552
buffers and inverters | 42 | 36.14
AND/OR/NAND/NOR | 24 | 28.83
[worst max-delay path: stages]
cell,delay (ns)
clkdlybuf4s50_1,0.60
or3_4,0.48
a311oi_1,0.31
clkdlybuf4s50_1,0.52
[per-layer routing]
| layer | share of wire [%] | vias up | track usage, % |
|---|---|---|---|
| li1 | - | 403 | - |
| met1 | 41 | 308 | 9.031 |
| met2 | 40 | 44 | 10.51 |
| met3 | 18 | 0 | 4.886 |
| met4 | 0 | 0 | 0 |
| met5 | 0 | - | 0 |
[per-stage QoR]
| stage | instances | instance area, sq um | util [%] | hold slack, ns | setup WS, ns |
|---|---|---|---|---|---|
| finish | 187 | 1229 | 35.97 | 2.465 | 0.5504 |
| global route | 187 | 1229 | 35.97 | 2.486 | 0.4262 |
| CTS | 187 | 1229 | 35.97 | 2.479 | 0.5513 |
| detailed placement | 187 | 1229 | 35.97 | 2.479 | 0.5537 |
| global placement | 187 | 1229 | 35.97 | 2.471 | 0.5901 |
| floorplan | 85 | 564.3 | - | 1.691 | 1.761 |
[cell type report]
cell class                 instances  area [sq um]
inverter                          26         97.59
multi-input combinational         43         360.3
fill                             363          2187
timing repair buffer              72         713.2
tap                               46         57.56
[worst max path at each step]
| stage | from | endpoint | cells past startpoint |
|---|---|---|---|
| global route | instr[4] | func7[6] | 4 |
| CTS | instr[5] | rd[2] | 4 |
| finish | instr[5] | rd[2] | 4 |
